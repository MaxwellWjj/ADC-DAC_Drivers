### /design/flow/constraint.sdc
current_design UseDAC

set clk_period 3.8
set clk_io_pct 0.2

create_clock -name clk0 -period $clk_period [get_ports {clk}]

set non_clock_inputs [all_inputs -no_clocks]
set_input_delay [expr $clk_period * $clk_io_pct] -clock clk0 $non_clock_inputs
set_output_delay [expr $clk_period * $clk_io_pct] -clock clk0 [all_outputs]
### /design/flow/design.v
module DAC_Ctrl(input clk,
                output CS,
                output SCLK
               );
    integer num;
    reg cs,sclk;
    assign CS=cs;
    assign SCLK=sclk;
    reg state,next_state;
    initial begin
      num<=0;
      state<=1'b0;
      cs<=1;
      sclk<=1;
    end
    always@(posedge clk)begin
      sclk<=~sclk;
    end
    always@(posedge clk)begin
      state<=next_state;
    end
    always@(posedge clk)begin
      case(state)
        1'b0:cs<=1;
        1'b1:begin
               cs<=0;
               if(num<34)num<=num+1;
               else num<=0;
             end
      endcase
    end
    always@(posedge clk)begin
      case(state)
        1'b0:next_state<=4'b1;
        1'b1:begin
                if(num!=33)next_state<=2'b1;
                else next_state<=2'b0;
             end
      endcase
    end
endmodule
module UseDAC(input clk,
              input [15:0] data, 
              output CS,
              output SCLK,
              output SerialData 
              );
    integer i;
    reg sclk2;
    wire SCLK2;
    assign SCLK2=sclk2;
    initial sclk2<=0;
    always@(posedge clk)begin
       if(i<10)i<=i+1; 
       else begin
          i<=0;
          sclk2<=~sclk2;
       end
    end
    DAC_Ctrl dac(.clk(SCLK2),.CS(CS),.SCLK(SCLK));
    reg ori1,ori2;
    always@(posedge SCLK)begin 
       ori1<=CS;
       ori2<=ori1;
    end
    wire en;
    assign en=ori1&&(~ori2);
    reg [16:0] Data;
    reg serialdata;
    assign SerialData=serialdata;
    integer num;
    initial num<=0;
    always@(posedge SCLK)begin
       if(CS)num<=0;
       if(num<16)num<=num+1;
    end
    always@(posedge en)begin
       Data<={data,1'b0};
    end
    always@(posedge SCLK)begin
      if(num!=16)
        serialdata<=Data[16-num];
      else serialdata<=0;
    end
endmodule
### /design/flow/config.mk
export PLATFORM = sky130hd
export DESIGN_NAME = UseDAC
export DESIGN_NICKNAME = UseDAC
export VERILOG_FILES = /design/flow/design.v
export SDC_FILE = /design/flow/constraint.sdc
export NUM_CORES = 4
export LEC_CHECK = 1
export CORE_UTILIZATION = 40
### /design/flow/run.sh
#!/bin/bash
# OpenROAD 26Q1-2900-gdf79404cd8, Yosys 0.63+post, stock flow scripts
make -C /OpenROAD-flow-scripts/flow DESIGN_CONFIG=/design/flow/config.mk WORK_HOME=/design/flow/orfs finish
==> results.txt <==
The synthesis and PnR run went through. Max-capacitance violation count landed at 0. For reference, the critical path is launched at i[6]. Total power density per cell area landed at 116.9 mW/mm^2. In this run, the number of DRC markers left after iteration 0 of detailed routing was 291.

After detailed routing, the average wire length per cell comes to 13.05 um. After Yosys synthesis, full adders, half adders and majority gates account for 1.064% of the synthesized area. Average cell area after synthesis landed at 9.900 um^2. The die is 123.3 um wide. Share of layout cells above drive strength 1 landed at 5.620%.

Remaining antenna violation count after routing landed at 0. STA classifies the critical path startpoint as a register. After routing the design area is 0.006405 mm^2. HPWL reported at the end of detailed placement landed at 7296 um. Looking at the power breakdown, combinational cells take 2.1% of the total.

Leaving out fill and tap cells, the most frequent cell in the layout is sky130_fd_sc_hd__nor2_1. Warning count from the yosys run landed at 2. After detailed placement, the total cell area comes to 0.006262 mm^2. Number of cells on the worst hold path landed at 1. CTS built an H-tree with a depth of 2. In this run, post-CTS hold repair placed 0 buffers.

In the synthesized netlist, the dominant kind of combinational cell is simple AND/OR/NAND/NOR gates. Number of detailed-routing iterations run before antenna repair landed at 4. Clock network power share landed at 51.3%.

Yosys reported a register bit count of 120. After detailed routing, the number of vias per cell comes to 5.345. For this run the aggregate overflow at the end of global routing stands at 0. Summed over all nets, the switching power comes to 129.4 uW.

For this design, the slowest cell found on the critical path is sky130_fd_sc_hd__nor4_1. Fraction of the mapped netlist area in simple logic gates landed at 27.19%. Final max-slew violation count landed at 0. Signed area change from the synthesized netlist to the final layout landed at 8.915%.

Stage-log warning count landed at 27. Data arrives at the worst endpoint at 2.05 ns. Gate count after technology mapping landed at 594. Setup total negative slack on the finished layout was measured at 0 ns.

In this run, the synthesized area fraction spent on xor and xnor cells is recorded as 11.02%. For the worst-skew pair, the clock arrives at the later sink with an insertion delay of 0.27 ns. The flow reports an fmax of 521.7 MHz.

STA classifies the critical path endpoint as a register. The power report shows net switching accounting for 17.27% of the total. Buffers inserted during clock tree synthesis total 5.

For the worst setup path, the data required time is 3.93 ns. Global-route wire length before repair landed at 18130 um. Final-layout fill cell count landed at 1282. The setup check on the worst reg-to-reg path leaves a slack of 1.88 ns. Number of buffers inserted by port buffering landed at 19.

Share of the cycle needed by the critical path after routing landed at 50.44%. 154 endpoints have no timing constraint. Post-CTS setup buffer count landed at 0. The die is 123.3 um tall. Global placer's final weighted congestion landed at 0.8358.

Multiplexer cells account for 1.255% of the synthesized area. Post-synthesis async set-or-reset flop share landed at 0%. The routed layout has 4196 vias. Global routing consumed, over all layers together, 15.12% of the routing resources. Deepest clock path buffer count landed at 2. The netlist uses 50 different library cells. Per the timing report, the most critical flop-to-flop path finishes at i[25].

20 I/O pins were placed. The final antenna diode tally reported by the flow is 0. The number of antenna violations at the first check in global routing was 0. The region available for standard cell placement spans 0.01410 mm^2.

Counting endpoints that fail hold in the final report gives 0. The flow reports that sequential cells draw 46.6% of the design power. The commonest register cell is sky130_fd_sc_hd__edfxtp_1. Total detailed-routing wirelength landed at 10250 um. The run finished with clean final reports.

Entering global routing, the biggest net connects 38 pins. In the layout the commonest cells are sky130_fd_sc_hd__nor2_1, sky130_fd_sc_hd__edfxtp_1, sky130_fd_sc_hd__dfxtp_1. After synthesis, flip-flops and latches occupy 51.91% of the total area. The most critical setup path has its endpoint at i[25]. Total cell area reported by yosys after synthesis landed at 0.005881 mm^2. Internal power landed at 619.6 uW. Per STA, the worst path is made up of and4_1 > nand4_1 > nor4_1 > xnor2_1 > nor2_1. Max fanout on the critical path was recorded as 9. The routed layout reports a DRC error count of 0. Number of cell rows landed at 43. Looking at the worst setup and hold paths, the clock pins of their registers show a slew of 0.05 ns. Setup repair after global routing left no endpoint under its margin. In this run the worst hold path is classified as register to register.

Clock skew on the completed layout was measured at 0.002785 ns. Number of global-route vias before repair landed at 3992. Count of endpoints failing setup in the final report landed at 0. Count of instantiated cells in the yosys netlist landed at 594. Final critical-path required period landed at 1.917 ns. The startpoint identified for the worst register-to-register timing path is i[6]. The timer found 87 register pins that no clock reaches; their paths are not timed. For the pin with the worst max-slew slack, the measured transition is 0.7957 ns. Leakage power landed at 2.245 nW. Peak per-stage delay on the critical path landed at 0.46 ns.

Tightest slew margin relative to the limit landed at 46.84%. Share of the core filled by cells before placement landed at 41.72%. Peak supply drop landed at 0.2867 mV.

Overall die area landed at 0.01519 mm^2. Count of instances resized after the clock tree is built landed at 0. The worst register-to-register path depth is 5. Number of flops mapped to enable cells by yosys landed at 65. After synthesis the cells add up to 0.005881 mm^2.

Compound-cell area share of the yosys netlist landed at 4.957%. CTS placed an instance of sky130_fd_sc_hd__clkbuf_16 at the clock tree root. TritonCTS built the clock tree.

The critical path in this run is classified as register to register.
-- through the flow --
stage | power (mW) | std cells | worst slack [ns] | hold WS [ns] | util (%)
final | 0.7490 | 785 | 1.883 | 0.4434 | 45.44
after global routing | 0.7759 | 785 | 1.723 | 0.4886 | 45.44
after CTS | 0.7578 | 785 | 1.924 | 0.4536 | 45.44
after detailed placement | 0.3721 | 778 | 1.938 | 0.4466 | 44.43
after global placement | 0.3720 | 778 | 1.994 | 0.4245 | 44.43
after floorplan | 0.3561 | 594 | 2.094 | 0.4129 | -
-- cells by family after synthesis --
kind of cell,after synthesis
compound gates,45
xor+xnor,74
fa+ha+maj,5
buf+inv,38
flops,120
mux,6
simple gates,306
-- how the worst min path moves through the flow --
stage	start	slack, ns	to
CTS	i[0]	0.45	i[0]
global route	i[0]	0.49	i[0]
finish	i[0]	0.44	i[0]
-- metal layers --
metal  vias up  routed length [um]  track usage (%)  share of wire (%)
met2        58                4593            23.39                 45
met1      1966                5334            25.34                 52
met4         0                  19           0.7530               0.19
li1       2168                   -                -                  -
met3         4                 299            1.554                2.9
met5         -                   0                0                  0
-- power groups by stage --
| stage | logic (mW) | clock network, mW | registers (mW) |
|---|---|---|---|
| CTS | 0.0161 | 0.393 | 0.349 |
| global route | 0.0167 | 0.411 | 0.349 |
| finish | 0.0158 | 0.384 | 0.349 |
-- synthesized netlist by cell type (2+ instances only) --
cell type	number	area [um^2]
sky130_fd_sc_hd__nor3_1	19	95.09
sky130_fd_sc_hd__xor2_1	30	262.8
sky130_fd_sc_hd__nor2b_1	3	18.77
sky130_fd_sc_hd__dfxtp_1	55	1101
sky130_fd_sc_hd__a21bo_2	3	30.03
sky130_fd_sc_hd__and2_1	6	37.54
sky130_fd_sc_hd__nand4_1	26	162.7
sky130_fd_sc_hd__xnor2_1	44	385.4
sky130_fd_sc_hd__o311ai_0	2	17.52
sky130_fd_sc_hd__or3_1	13	81.33
sky130_fd_sc_hd__nand3_1	31	155.2
sky130_fd_sc_hd__edfxtp_1	65	1952
sky130_fd_sc_hd__nand2_1	38	142.6
sky130_fd_sc_hd__or3b_2	2	17.52
sky130_fd_sc_hd__inv_1	16	60.06
sky130_fd_sc_hd__nor2_1	95	356.6
sky130_fd_sc_hd__nand3b_1	3	22.52
sky130_fd_sc_hd__ha_1	5	62.56
sky130_fd_sc_hd__o31ai_1	3	22.52
sky130_fd_sc_hd__clkbuf_1	18	67.56
sky130_fd_sc_hd__o21ai_0	10	50.05
sky130_fd_sc_hd__a2111oi_0	3	26.28
sky130_fd_sc_hd__a31oi_1	3	18.77
sky130_fd_sc_hd__or2_2	4	25.02
sky130_fd_sc_hd__nor4_1	32	200.2
sky130_fd_sc_hd__a21oi_1	15	75.07
sky130_fd_sc_hd__and4_1	13	113.9
sky130_fd_sc_hd__and3_1	12	75.07
sky130_fd_sc_hd__mux2i_1	4	40.04
-- registers in the layout, summed over array words and instances, names as in the netlist --
name            cells
ori2                1
dac.state           1
serialdata          1
dac.num            32
i                  32
dac.cs              1
dac.next_state      1
dac.sclk            1
Data               16
ori1                1
num                32
sclk2               1
-- critical path: cells and delay by family (launching register included) --
kind                      cells  cell delay (ns)
and+or+nand+nor               4             1.20
DFF                           1             0.42
xor gates and xnor gates      1             0.16
-- cell type report --
class                   instances  area [um^2]  area share [%]
multi-input cells             436         2681           41.86
clock buffers                   7        142.6           2.227
well taps                     180        225.2           3.516
flip-flops and latches        120         3053           47.67
repair buffers                 26        242.7           3.790
inverters                      16        60.06          0.9377
Power and IR drop assume default switching activity.
