==> ./design.v <==
module ADC_Ctrl(
                 input clk,
                 output CS,
                 output DCLOCK,
                 input DOUT,
                 output [15:0] data,
                 output [15:0] realdat
               );
    integer i;  
    reg cs,dclock,dout_reg;
    assign CS=cs;
    reg [15:0]Realdat;
    reg [15:0]Data;
    assign data=Data;
    assign realdat=Realdat;
    assign DCLOCK=dclock;
    initial begin
      cs<=1'b1;
      dclock<=0;
      Realdat<=0;
      Data<=0;
    end
    always@(posedge clk)begin
      if(i==80)cs<=0;
      if(i==120)dclock<=1; 
      if(i==160)dclock<=0;
      if(i==200)dclock<=1; 
      if(i==240)dclock<=0;
      if(i==280)dclock<=1; 
      if(i==320)dclock<=0;
      if(i==360)dclock<=1; 
      if(i==400)dclock<=0;
      if(i==440)dclock<=1; 
      if(i==480)dclock<=0;
      if(i==520)dclock<=1; 
      if(i==560)dclock<=0;
      if(i==600)begin
          dclock<=1; 
          Data[15]<=DOUT;
        end
      if(i==640)dclock<=0;
      if(i==680)begin
          dclock<=1; 
          Data[14]<=DOUT;
        end
      if(i==720)dclock<=0;
      if(i==760)begin
          dclock<=1; 
          Data[13]<=DOUT;
        end
      if(i==800)dclock<=0;
      if(i==840)begin
          dclock<=1; 
          Data[12]<=DOUT;
        end
      if(i==880)dclock<=0;
      if(i==920)begin
          dclock<=1; 
          Data[11]<=DOUT;
        end
      if(i==960)dclock<=0;
      if(i==1000)begin
          dclock<=1; 
          Data[10]<=DOUT;
        end
      if(i==1040)dclock<=0;
      if(i==1080)begin
          dclock<=1; 
          Data[9]<=DOUT;
        end
      if(i==1120)dclock<=0;
      if(i==1160)begin
          dclock<=1; 
          Data[8]<=DOUT;
        end
      if(i==1200)dclock<=0;
      if(i==1240)begin
          dclock<=1; 
          Data[7]<=DOUT;
        end
      if(i==1280)dclock<=0;
      if(i==1320)begin
          dclock<=1; 
          Data[6]<=DOUT;
      end
      if(i==1360)dclock<=0;
      if(i==1400)begin
          dclock<=1; 
          Data[5]<=DOUT;
        end
      if(i==1440)dclock<=0;
      if(i==1480)begin
          dclock<=1; 
          Data[4]<=DOUT;
        end
      if(i==1520)dclock<=0;
      if(i==1560)begin
          dclock<=1; 
          Data[3]<=DOUT;
        end
      if(i==1600)dclock<=0;
      if(i==1640)begin
          dclock<=1; 
          Data[2]<=DOUT;
        end
      if(i==1680)dclock<=0;
      if(i==1720)begin
          dclock<=1; 
          Data[1]<=DOUT;
        end
      if(i==1760)dclock<=0;
      if(i==1800)begin
          dclock<=1; 
          Data[0]<=DOUT;
        end
      if(i==1840)begin
          dclock<=0;
          Realdat<=Data;
        end
      if(i==1880)begin
          dclock<=1; 
        end
      if(i==1920)dclock<=0;
      if(i==1960)begin
        cs<=1;
        dclock<=0;
      end
    end
    always@(posedge clk)begin
       if(i<2000)i<=i+1;
       else i<=0;
    end
endmodule
==> ./run.sh <==
#!/bin/bash
# OpenROAD 26Q1-2900-gdf79404cd8, Yosys 0.63+post, stock flow scripts
make -C /OpenROAD-flow-scripts/flow DESIGN_CONFIG=/design/flow/config.mk WORK_HOME=/design/flow/orfs finish
==> ./config.mk <==
export PLATFORM = sky130hd
export DESIGN_NAME = ADC_Ctrl
export DESIGN_NICKNAME = ADC_Ctrl
export VERILOG_FILES = /design/flow/design.v
export SDC_FILE = /design/flow/constraint.sdc
export NUM_CORES = 4
export LEC_CHECK = 1
export CORE_UTILIZATION = 40
==> ./constraint.sdc <==
current_design ADC_Ctrl

set clk_period 4.5
set clk_io_pct 0.2

create_clock -name clk0 -period $clk_period [get_ports {clk}]

set non_clock_inputs [all_inputs -no_clocks]
set_input_delay [expr $clk_period * $clk_io_pct] -clock clk0 $non_clock_inputs
set_output_delay [expr $clk_period * $clk_io_pct] -clock clk0 [all_outputs]
==> metrics.cfg <==
[status]
status=complete, no violations

[die]
io_pins=36
fp_util_pct=41.7
core_um2=7770
die_area_um2=8470
fp.dieH_um=92.0
die_w_um=92.0
row_count=32

[synth]
synth_cell_type_count=55
yosys_area_um2=3240
topCellsByArea=edfxtp_1 30%, dfxtp_1 21%, nor2_1 4.9%
flop_cell=dfxtp_1
top_cells_by_count=42 x nor2_1, 34 x dfxtp_1, 32 x edfxtp_1
synth-warning-count=1
numSynthFlops=66
synth_top_cell_by_area=edfxtp_1
netlist_instances=331
most_common_cell=nor2_1
synth_area_per_cell_um2=9.79
yosysTopAreaCellShare_pct=29.6
async_reset_ff_share_pct=0
edf_count=32
ys_seq_share_pct=50.6
yosys_cells=331
syn_area_um2=3240

[clocking]
cts_root_buf=clkbuf_8
clk_pin_slew_ns=0.08
clockBufferDepth=2
post_cts_buffers=0
holdBufCountCts=0
htreeDepth=3
cts_sinks=66
cts_tree=yes
clkLatencyLatePin_ns=0.34
cts_resized=0
cts-buffers-inserted=9

[timing]
finalHoldViolations=0
setup_viol=0
slew_headroom_pct=62.4
rsz0062_at_grt=no
clock_skew_ns=0.0109
post-route-period-util_pct=49.7
final.min_clock_period_ns=2.24
worst_hold_slack_ns=0.447
max_freq_ghz=0.447
drv_slew=0
fin_setup_tns_ns=0
worst_pin_slew_ns=0.558

[global_routing]
grt_overflow=0
grtUsageMet1_pct=30.8
grt_max_degree=32
grt_pass1_vias=2202
grt.busiest_layer=met1
grt_pass1_wl_um=11500
grt_usage_pct=17.8
met3_usage_pct=3.29
use_met2_pct=25.2
antenna_found_initial=0

[critical_path]
worstSetupPathType=reg2reg
timing.critical_path.arrival_ns=2.47
r2r_start=i[6]
r2r_cells=5
worstPathRequired_ns=4.73
reg2reg_to=i[31]
r2r_slack_ns=2.26
cp_max_fo=17
cp-end-kind=flip-flop
cp-start-kind=flip-flop

[route]
wl_um=6910
diodes=0
routedWlPerCell_um=14.9
dr.pass1.iters=4
drt_iter0_drc=249
ant_nets=0
post-route-drc-count=0
vias=2454
via_per_inst=5.30

[final_layout]
fillCellCount=728
drive_gt1_share_pct=8.03
area_growth_pct=19.3
final_util_pct=49.8
fin_area_um2=3870

[pwr]
power_density_nw_per_um2=308
finalPower_uw=1190
p_leak_uw=0.00137
vdd_ir_drop_max_uv=163

[worst_hold_path]
min_path_cells=0
whs_endpoint=Realdat[13]
hp-class=reg2reg
worstHoldStart=Data[13]

[place]
dp_hpwl_um=4760
io_buffers=35
placed_area_um2=3640
globalplace.congestion=0.964

[flow_run]
warning_count=26
cap_violations=0

[kinds of logic after synthesis]
kind of cell,after synthesis,synth area share [%]
simple gates,172,28.8
flops,66,50.6
xor+xnor,31,8.38
compound gates,30,7.29
buf+inv,30,4.09
fa+ha+maj,2,0.772
[sequential cells by signal, summed over array words and instances, names as in the netlist]
signal	cells
dclock	1
Data	16
cs	1
Realdat	16
i	32
[metrics by stage]
step / instances / setup slack (ns)
4_1_cts: 463 / 2.24
3_3_place_gp: 447 / 2.27
2_1_floorplan: 331 / 1.23
6_report: 463 / 2.26
3_5_place_dp: 447 / 2.24
5_1_grt: 463 / 2.06
[report_power, final]
group          internal (uW)  leakage, uW  switching [uW]
Combinational          0.764     0.000690            1.78
Sequential               625     0.000561               0
Clock                    313     0.000116             249
Total                    939      0.00137             251
[final cells by class]
class	count	area (um^2)	area share [%]
flip-flops and latches	66	1640	42.4
clock inverters	5	65.1	1.68
multi-input cells	235	1480	38.3
repair buffers	37	365	9.44
inverters	7	26.3	0.679
clock buffers	11	163	4.20
well taps	102	128	3.30
[worst max-delay path, stage by stage (launching register included)]
cell	delay (ns)
dfxtp_1	0.66
nand4_1	0.33
nor2b_1	0.28
and3_1	0.46
nand2_1	0.10
o31a_1	0.29
[worst max-delay path by stage]
stage,from,end,slack (ns),depth (start not counted)
finish,i[6],i[31],2.26,5
global route,i[16],Data[12],2.06,5
CTS,i[16],Data[2],2.24,5
[routing by layer]
metal	share of wire, %	vias to the layer above
li1	-	1256
met1	51	1116
met2	42	76
met3	5.6	6
met4	0.98	0
met5	0	-
[placed cells by master (no fill, tap or decap), types with 4 or more instances in the layout]
master	synthesis	routed
nand2_1	19	19
nor2b_1	5	5
nand2b_1	6	6
xor2_1	17	17
clkbuf_8	0	10
clkdlybuf4s50_1	0	35
inv_1	7	7
inv_6	0	4
xnor2_1	14	14
nor4_1	12	11
and3_1	8	8
nor3_1	24	24
nand4_1	12	12
dfxtp_1	34	34
edfxtp_1	32	32
and4_1	5	5
nand3_1	12	12
nor2_1	42	42
or3_1	6	6
No activity file was given, so power comes from the tool's default toggle rates.
