==> flow/design.v <==
module ADS8861(
    input clk,
    input rst,
    input en,
    input sdo,
    output sck,
    output convst,
    output [15:0] adcdata,
    output adc_idle
);
    logic sclk = 1'b0;
    logic conv = 1'b0;
    logic [15:0] data = 16'd0;
    logic [15:0] realdata = 16'd0;
    assign sck = sclk;
    assign convst = conv;
    logic [7:0] cnt100 = 8'd0;
    logic [4:0] cnt16 = 5'd0;
    logic Sample_flag = 1'b0;
    logic Get_flag = 1'b0;
    always_ff@(posedge clk) begin
        if (en) begin
            cnt100 <= 8'd0;
            conv <= 1'b1;
            Sample_flag <= 1'b1; 
        end
        else if(Sample_flag) begin
            sclk <= ~sclk;
            cnt100 <= cnt100 + 1;
            if (cnt100 == 8'd9) begin
                conv <= 1'b0;
            end
            else if(cnt100 > 8'd59 && sclk && Get_flag == 1'b0) begin
                data <= {data[14:0],sdo};
                cnt16 <= cnt16 + 1;
                if (cnt16 == 5'd15) begin
                    cnt16 <= 5'd0;
                    Get_flag <= 1'b1;
                    realdata <= data;
                end
            end
            else if(cnt100 == 8'd99)begin
                Sample_flag <= 1'b0;
            end
        end
    end
endmodule
==> flow/run.sh <==
#!/bin/bash
# OpenROAD 26Q1-2900-gdf79404cd8, Yosys 0.63+post, stock flow scripts
make -C /OpenROAD-flow-scripts/flow DESIGN_CONFIG=/design/flow/config.mk WORK_HOME=/design/flow/orfs finish
==> flow/config.mk <==
export PLATFORM = sky130hd
export DESIGN_NAME = ADS8861
export DESIGN_NICKNAME = ADS8861
export VERILOG_FILES = /design/flow/design.v
export SDC_FILE = /design/flow/constraint.sdc
export NUM_CORES = 4
export LEC_CHECK = 1
export CORE_AREA = 10 10 93 93
export DIE_AREA = 0 0 103 103
==> flow/constraint.sdc <==
current_design ADS8861

set clk_period 2.2
set clk_io_pct 0.2

create_clock -name clk0 -period $clk_period [get_ports {clk}]

set non_clock_inputs [all_inputs -no_clocks]
set_input_delay [expr $clk_period * $clk_io_pct] -clock clk0 $non_clock_inputs
set_output_delay [expr $clk_period * $clk_io_pct] -clock clk0 [all_outputs]
==> results.ini <==
[status]
status=completed

[yosys]
edf_count=7
yosys.cell_types.count=26
synth.cell_area_um2=913.4
ys.flops=17
seq_area_frac_synth=0.4493
syn_avg_cell_area_um2=9.614
synthArstFlopShare=0
synth_warnings=18
yosys_cells=95
synthCells=95
ys.flop_type=dfxtp_1
ys_chip_area_um2=913.4

[timing]
post-route-worst-setup-slack_ns=0.5528
fin_skew_ns=0.001019
holdWs_ns=0.4979
period_needed_ns=1.647
period_used_share=0.7487
grt_setup_unrepaired=false
tns_ns=0
setup_viol=0
fmax_mhz=607.1
finalMaxSlewViolations=0
hold_viol_final=0

[placement]
placed_area_um2=969.7
place_ws_ns=0.4182
io_buffers=3
hpwl_um=1092
place.gp.congestion=0.7918
placedCellCount=175

[route]
wl_per_cell_um=8.140
num_antenna_cells=0
drc_errors=0
num_vias=581
via_per_inst=3.246
dr.first_iter.drc_count=15
dr.pass1.iters=4
routed_wl_um=1457
antenna_left=0

[hold_path]
worst_hold_path.num_cells=2
min_from=conv
hold_end=conv
worstHoldPathType=reg -> reg

[critical_path]
reg2reg_to=cnt16[2]
start_kind=flip-flop
crit_type=reg -> reg
cp.required_ns=2.13
reg2reg_slack_ns=0.55
crit-reg2reg-launch=cnt100[3]
end_kind=flip-flop
worstPathArrival_ns=1.58
critPathMaxFanout=8
r2r_cells=3

[flow_run]
warnings=28
drv_cap=0

[clocking]
numClockSinks=17
cts_hold_buf=0
cts_resized=0
clockBufferDepth=2
clk_latency_ns=0.25
cts_root_buf=clkbuf_8
cts_inserted_buffers=3
h-tree-depth=1
path_clk_slew_ns=0.06
cts_setup_buffers=0
cts_tree=built

[floorplan]
row_count=30
dieArea_um2=10610
dieWidth_um=103
dieHeight_um=103
fp_util=0.1352
core_um2=6756
num_io_pins=23

[layout]
final_common_cell=conb_1
finish.instance_area_um2=1015
fill_cells=759
fin_cells=179
syn2layout_area_growth_pct=11.10
final_cell_mix=18 x conb_1, 11 x nor2_1, 10 x dfxtp_1
finish.utilization=0.1502
layout-drive-gt1-share=0.05051

[grt]
grt_usage=0.02575
grt_pass1_wl_um=2352
antenna_found_initial=0
grt_max_degree=12
grt_pass1_vias=553
overflow=0

[power_and_ir_drop]
irDropWorstVdd_v=0.0001644
p_leak_nw=0.3781
p_per_area_nw_per_um2=583.3
p_total_mw=0.5919

area by class of cell:
| cell class | count | area, um^2 | share of cell area |
|---|---|---|---|
| Timing Repair Buffer | 4 | 37.54 | 0.03699 |
| Clock buffer | 4 | 45.04 | 0.04439 |
| Multi-Input combinational cell | 71 | 410.4 | 0.4044 |
| Sequential cell | 17 | 410.4 | 0.4044 |
| Tap cell | 80 | 100.1 | 0.09864 |
| Inverter | 3 | 11.26 | 0.01110 |
routing by layer:
| layer | GRT usage | wire (um) |
|---|---|---|
| met5 | 0 | 0 |
| met1 | 0.03778 | 748 |
| met4 | 0.006417 | 0 |
| met2 | 0.03998 | 674 |
| met3 | 0.002031 | 34 |
worst max-delay path: stages, from the launching register on:
cell,delay [ns]
dfxtp_1,0.48
nand4_1,0.12
a211oi_1,0.37
and3_1,0.36
logic make-up (layout without fill, tap and decap cells):
family | after synthesis | count (layout) | synth area share
compound gates | 10 | 10 | 0.06711
buf+inv | 23 | 11 | 0.1671
simple gates | 33 | 33 | 0.1959
other cells | 2 | 18 | 0.008222
fa+ha+maj | 4 | 4 | 0.05480
xor+xnor | 6 | 6 | 0.05753
flops | 17 | 17 | 0.4493
state kept, by name, indices dropped and copies added (netlist names):
signal,flops
Get_flag,1
Sample_flag,1
cnt16,5
cnt100,8
sclk,1
conv,1
where the power goes:
group	total, mW	internal, mW	leakage, nW	switching [mW]
clock network	0.227	0.128	0.0228	0.0989
logic	0.0250	0.0121	0.210	0.0129
registers	0.340	0.332	0.145	0.00746
total	0.592	0.473	0.378	0.119
worst max path at each step:
stage	start	to	slack (ns)	cells after the start
5_1_grt	cnt100[3]	cnt16[3]	0.44	3
4_1_cts	cnt100[3]	cnt16[3]	0.55	3
6_report	cnt100[3]	cnt16[2]	0.55	3
cells in the mapped netlist (all sizes together), types with 4 or more instances:
cell     n  area [um^2]
ha       4        50.05
nor2    11        41.29
xor2     4        35.03
dfxtp   10        200.2
buf     19        137.6
nand4    5        37.53
edfxtp   7        210.2
Power is estimated from default activity; no workload was simulated.
